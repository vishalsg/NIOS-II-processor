--- flow/design.v ---
module nios_2 (
input clk,
input rst,
input enable,   
input  [31:0] inst_fetch,
output wire [7:0] prog_count_o,
output wire        data_mem_wr_o,     
output wire        data_mem_rd_o,     
output wire [31:0] data_mem_addr_o,   
output wire [31:0] data_mem_wdata_o,   
input       [31:0] data_mem_rdata_i    
);
wire  [7:0] prog_count_c;
wire  [5:0] opcode_c;   
wire [10:0] opcode_ext_c;   
wire [31:0] immi_val_c;   
wire  [4:0] rega_addr_c;  
wire  [4:0] regb_addr_c;  
wire  [4:0] regc_addr_c;  
reg   [4:0] rega_addr;  
reg   [4:0] regb_addr;  
reg   [4:0] regc_addr;  
reg   [4:0] rega_addr_mem;  
reg   [4:0] regb_addr_mem;  
reg   [4:0] regc_addr_mem;  
reg   [4:0] rega_addr_wb;  
reg   [4:0] regb_addr_wb;  
reg   [4:0] regc_addr_wb;  
reg         forwarding;    
wire [31:0] twos_comp;   
wire [31:0] alu_op_c;   
wire  [1:0] alu_opr_c;  
wire        mem_op_c;        
wire        wb_exec;       
wire [31:0] wb_data;       
wire  [4:0] wb_reg_addr;   
wire        cmp_op_c;      
wire        branch_taken;  
wire        equ_chk_c;     
wire        non_equ_c;     
wire        uncnd_jmp_inst_r_typ;  
wire        uncnd_jmp_inst_j_typ;  
reg [31:0] reg_mem [31:0];
reg  [7:0] prog_count;
reg  [7:0] prog_count_de;  
reg  [7:0] prog_count_ex;  
reg  [5:0] opcode_ex;    
reg  [5:0] opcode_mem;   
reg [10:0] opcode_ext_ex;   
reg [10:0] opcode_ext_mem;   
reg [31:0] immi_val;     
reg [31:0] regA;         
reg [31:0] regB;         
reg [31:0] regC;         
reg [31:0] regA_mem;     
reg [31:0] regB_mem;     
reg [31:0] regC_mem;     
reg [31:0] alu_op;       
reg [31:0] alu_op_wb;    
reg        i_type;       
reg        j_type;       
reg        r_type;       
reg        i_type_mem;  
reg        j_type_mem;  
reg        r_type_mem;  
reg        i_type_wb;  
reg        j_type_wb;  
reg        r_type_wb;  
reg        data_mem_rd_d;
assign prog_count_o = prog_count;
assign prog_count_c={8{enable & !branch_taken & !uncnd_jmp_inst_r_typ & !uncnd_jmp_inst_j_typ}} & (prog_count + 8'h04)  |
                    {8{enable & !branch_taken &  uncnd_jmp_inst_r_typ}} & (regA)                |
                    {8{enable & !branch_taken &  uncnd_jmp_inst_j_typ}} & (immi_val)            |
                    {8{enable &  branch_taken &  cmp_op_c}} & (immi_val)                        |
                    {8{enable &  branch_taken }} & (alu_op_c)            | 
                    {8{~enable}} & prog_count;
assign opcode_c = inst_fetch[5:0];
assign i_type_c = ( (opcode_c == 6'h04) |
                    (opcode_c == 6'h15) |
                    (opcode_c == 6'h16) |
                    (opcode_c == 6'h17) |
                    (opcode_c == 6'h1E) |
                    (opcode_c == 6'h26));
assign j_type_c = (opcode_c == 6'h06) |
                  (opcode_c == 6'h00);
assign r_type_c = ( (opcode_c == 6'h3A) |
                    (opcode_c == 6'h31));
assign rega_addr_c = {5{(i_type_c | r_type_c)}} & inst_fetch[31:27];
assign regb_addr_c = {5{(i_type_c | r_type_c)}} & inst_fetch[26:22];
assign regc_addr_c = {5{r_type_c}} & inst_fetch[21:17] |
                     {5{(opcode_c == 6'h00)}} & 6'h1F;   
assign immi_val_c = {32{i_type_c}} & {{16{inst_fetch[21]}}, inst_fetch[21:6]} |
                    {32{j_type_c}} & {5'h00,inst_fetch[31:6]};
assign opcode_ext_c = {11{r_type_c}} & inst_fetch[16:6];
assign cmp_op_c =  (opcode_ex == 6'h16);
assign equ_chk_c =  (opcode_ex == 6'h26);   
assign non_equ_c = (opcode_ex == 6'h1E);   
assign alu_opr_c = {2{((opcode_ex == 6'h31) | 
                       (opcode_ex == 6'h04 & !immi_val[31]) | 
                       (opcode_ex == 6'h15) | 
                       (opcode_ex == 6'h1E) | 
                       (opcode_ex == 6'h26) | 
                       (opcode_ex == 6'h00) | 
                       (opcode_ex == 6'h17))}} & 2'b01 |
                   {2{(opcode_ex == 6'h04 & immi_val[31])}} & 2'b10 | 
                   {2{((opcode_ex == 6'h3A) & (opcode_ext_ex == 6'h27))}} & 2'b11;
assign branch_taken = ((cmp_op_c)  & (regB > regA))  |
                      ((non_equ_c) & (regB != regA)) |
                      ((equ_chk_c) & (regB == regA));
assign uncnd_jmp_inst_r_typ = ((opcode_ex == 6'h3A) & (opcode_ext_ex == 6'h1D));   
assign uncnd_jmp_inst_j_typ = (opcode_ex == 6'h00);   
assign twos_comp = ((~immi_val) + 1'b1);              
assign alu_op_c = {32{(alu_opr_c == 2'b01) & i_type & !branch_taken}} & (regA + immi_val) |
                  {32{(alu_opr_c == 2'b01) & i_type &  branch_taken}} & (prog_count_ex + immi_val) |
                  {32{(alu_opr_c == 2'b01) & uncnd_jmp_inst_j_typ}} & (prog_count_ex + 32'h04) |
                  {32{(alu_opr_c == 2'b01) & r_type}} & (regA + regB)     |
                  {32{(alu_opr_c == 2'b10) & i_type}} & (regA - twos_comp)  |
                  {32{(alu_opr_c == 2'b11) & i_type}} & (regA * immi_val) |
                  {32{(alu_opr_c == 2'b11) & r_type}} & (regA * regB);
assign mem_op_c         = (data_mem_rd_o | data_mem_wr_o);
assign data_mem_rd_o    = (opcode_mem == 6'h17);
assign data_mem_wr_o    = (opcode_mem == 6'h15);
assign data_mem_addr_o  = {32{mem_op_c}} & alu_op;
assign data_mem_wdata_o = {32{mem_op_c}} & regB_mem;
assign i_type_wb_c = (i_type_mem & (opcode_mem == 6'h04));
assign j_type_wb_c = (j_type_mem & (opcode_mem == 6'h00));
assign wb_exec     =  data_mem_rd_d | r_type_wb | i_type_wb | j_type_wb;
assign wb_data     = {32{data_mem_rd_d}} & data_mem_rdata_i |
                     {32{r_type_wb | i_type_wb | j_type_wb}}     & alu_op_wb;
assign wb_reg_addr = {5{data_mem_rd_d | i_type_wb}} & regb_addr_wb |
                     {5{r_type_wb | j_type_wb}}     & regc_addr_wb;
always @ (posedge clk or negedge rst)
begin
  if(!rst) 
  begin
    reg_mem[0]    <= #1 'h00;
    reg_mem[1]    <= #1 'h00;
    reg_mem[2]    <= #1 'h00;
    reg_mem[3]    <= #1 'h00;
    reg_mem[4]    <= #1 'h04;
    reg_mem[5]    <= #1 'h00;
    reg_mem[6]    <= #1 'h00;
    reg_mem[7]    <= #1 'h00;
    reg_mem[8]    <= #1 'h00;
    reg_mem[9]    <= #1 'h00;
    reg_mem[8'h1D]<= #1 'h0000FFFF;
    reg_mem[8'h1E]<= #1 'h00;
    reg_mem[8'h1F]<= #1 'hA0;
    prog_count    <= #1 8'h00;
    prog_count_de <= #1 8'h00;
    prog_count_ex <= #1 8'h00;
    immi_val      <= #1 32'h00;
    opcode_ext_ex <= #1 10'h00;
    opcode_ext_mem<= #1 10'h00;
    regA          <= #1 32'h00;
    regB          <= #1 32'h00;
    regC          <= #1 32'h00;
    rega_addr     <= #1 'h00; 
    regb_addr     <= #1 'h00; 
    regc_addr     <= #1 'h00; 
    rega_addr_mem <= #1 'h00; 
    regb_addr_mem <= #1 'h00; 
    regc_addr_mem <= #1 'h00; 
    rega_addr_wb  <= #1 'h00; 
    regb_addr_wb  <= #1 'h00; 
    regc_addr_wb  <= #1 'h00; 
    regA_mem      <= #1 32'h00;
    regB_mem      <= #1 32'h00;
    regC_mem      <= #1 32'h00;
    opcode_ex     <= #1 'h00;
    opcode_mem    <= #1 'h00;
    i_type        <= #1 'b0;
    j_type        <= #1 'b0;
    r_type        <= #1 'b0;
    i_type_mem    <= #1 'b0;
    j_type_mem    <= #1 'b0;
    r_type_mem    <= #1 'b0;
    i_type_wb     <= #1 'b0;
    j_type_wb     <= #1 'b0;
    r_type_wb     <= #1 'b0;
    alu_op        <= #1 32'h0000;
    alu_op_wb     <= #1 32'h0000;
    data_mem_rd_d <= #1 'h0;
    forwarding    <= #1 1'b0;
  end
  else
  begin
    if((rega_addr_c == regb_addr) & (rega_addr_c != 5'b0) & (opcode_ex != 5'h15)) begin
     regA          <= #1 alu_op_c;
     forwarding    <= #1 1'b1;
    end 
    else if( (rega_addr_c == regb_addr_mem) & (rega_addr_c != 5'b0)) begin
     regA          <= #1 alu_op;
     forwarding    <= #1 1'b1;
    end
    else begin
     regA          <= #1 reg_mem[rega_addr_c];
     forwarding    <= #1 1'b0;
    end
     regB           <= #1 reg_mem[regb_addr_c];
     regC           <= #1 reg_mem[regc_addr_c];
     regA_mem       <= #1 regA;
     regB_mem       <= #1 regB;
     regC_mem       <= #1 regC;
     rega_addr      <= #1 rega_addr_c;
     regb_addr      <= #1 regb_addr_c;
     regc_addr      <= #1 regc_addr_c;
     rega_addr_mem  <= #1 rega_addr;
     regb_addr_mem  <= #1 regb_addr;
     regc_addr_mem  <= #1 regc_addr;
     rega_addr_wb   <= #1 rega_addr_mem;
     regb_addr_wb   <= #1 regb_addr_mem;
     regc_addr_wb   <= #1 regc_addr_mem;
     prog_count     <= #1 prog_count_c;
     prog_count_de  <= #1 prog_count;
     prog_count_ex  <= #1 prog_count_de;
     opcode_ext_ex  <= #1 opcode_ext_c;
     opcode_ext_mem <= #1 opcode_ext_ex;
     immi_val       <= #1 immi_val_c;
     opcode_ex      <= #1 opcode_c;
     opcode_mem     <= #1 opcode_ex;
     i_type         <= #1 i_type_c;
     j_type         <= #1 j_type_c;
     r_type         <= #1 r_type_c;
     i_type_mem     <= #1 i_type;
     j_type_mem     <= #1 j_type;
     r_type_mem     <= #1 r_type;
     i_type_wb      <= #1 i_type_wb_c;
     j_type_wb      <= #1 j_type_wb_c;
     r_type_wb      <= #1 r_type_mem;
     alu_op         <= #1 alu_op_c;
     alu_op_wb      <= #1 alu_op;
     data_mem_rd_d  <= #1 data_mem_rd_o;
     if (wb_exec) begin
      reg_mem[wb_reg_addr] <= #1 wb_data;
     end
  end
end
endmodule
--- flow/run.sh ---
#!/bin/bash
# OpenROAD 26Q1-2900-gdf79404cd8, Yosys 0.63+post, stock flow scripts
make -C /OpenROAD-flow-scripts/flow DESIGN_CONFIG=/design/flow/config.mk WORK_HOME=/design/flow/orfs finish
--- flow/config.mk ---
export PLATFORM = sky130hd
export DESIGN_NAME = nios_2
export DESIGN_NICKNAME = nios_2
export VERILOG_FILES = /design/flow/design.v
export SDC_FILE = /design/flow/constraint.sdc
export NUM_CORES = 4
export LEC_CHECK = 1
export CORE_UTILIZATION = 50
--- flow/constraint.sdc ---
current_design nios_2

set clk_period 11.2
set clk_io_pct 0.2

create_clock -name clk0 -period $clk_period [get_ports {clk}]

set non_clock_inputs [all_inputs -no_clocks]
set_input_delay [expr $clk_period * $clk_io_pct] -clock clk0 $non_clock_inputs
set_output_delay [expr $clk_period * $clk_io_pct] -clock clk0 [all_outputs]
==> flow_metrics.py <==
# Metrics from the implementation run
metrics = {
    "final_layout": {
        "fillers": 15268,
        "comb_area_mm2": 0.0511,
        "final_cell_mix": "inv_1, fa_1, nand2_1",
        "area_growth_pct": 11.3,
        "seqCellArea_mm2": 0.0356,
        "layout-drive-gt1-share_pct": 9.00,
        "lay_top_count": "inv_1",
        "final_util_pct": 56.3,
    },
    "critical_path": {
        "endpoint": "regA[26]$_DFF_PN0_",
        "r2r-start": "regA[11]$_DFF_PN0_",
        "start_kind": "flip-flop",
        "critPathSlowestCell": "dfrtp_2",
        "reg2reg_depth": 24,
        "required_ns": 11.89,
        "cp_cell_sequence": "buf_4, ha_1, fa_1, inv_1, fa_1, fa_1, inv_1, fa_1, fa_1, fa_1, fa_1, fa_1, ha_1, a21o_1, a21oi_1, o211ai_1, a31o_2, a211oi_1, xnor2_1, a22oi_1, o21ai_0, a21oi_1, o21ai_1, o211a_1",
        "worstSetupPathType": "flip-flop to flip-flop",
        "crit_path_max_incr_delay_ns": 0.75,
        "cpMostUsedCell": "fa_1",
        "r2r-end": "regA[26]$_DFF_PN0_",
        "path_max_fanout": 22,
        "reg2reg_setup_slack_ns": 2.49,
        "critPathArrivalTime_ns": 9.41,
        "end_kind": "flip-flop",
        "crit_path_start": "regA[11]$_DFF_PN0_",
    },
    "logic_synthesis": {
        "area_leaders": "edfxtp_1, dfrtp_1, fa_1",
        "top_area_cell": "edfxtp_1",
        "netlist_instances": 8847,
        "yosysChipArea_mm2": 0.0918,
        "async_flop_share_pct": 53.2,
        "synth.top_cell.area_share_pct": 19.9,
        "synth_seq_share_pct": 38.7,
        "yosys_cells": 8847,
        "yosys_warnings": 7,
        "avgSynthCellArea_um2": 10.4,
        "edf_count": 608,
        "flop_cell": "dfrtp_1",
        "yosysUniqueCellTypes": 101,
        "ys.flops": 1298,
        "synthesis.area_mm2": 0.0918,
    },
    "outcome": {
        "outcome": "completed",
    },
    "global_route": {
        "grt_pass1_wl_mm": 606,
        "overflow": 0,
        "grt_max_degree": 119,
        "grt_pass1_vias": 78747,
        "grt_use_total_pct": 50.8,
        "antenna_found_initial": 27,
    },
    "final_timing": {
        "max_slew_margin_pct": 25.9,
        "fin_crit_ns": 8.71,
        "rsz0062_at_grt": "no",
        "hold-worst-slack_ns": 0.338,
        "setup_viol": 0,
        "setup_slack_ns": 2.49,
        "timing.setup.tns_ns": 0,
        "skew_ns": 0.0358,
        "final_hold_viol_count": 0,
        "worst_pin_slew_ns": 1.11,
        "finalCritPeriodShare_pct": 77.8,
        "slew_violations": 0,
        "timing.fmax_mhz": 115,
    },
    "detailed_routing": {
        "drc": 0,
        "vias_per_cell": 6.72,
        "first_iter_violations": 7237,
        "vias": 76921,
        "drtAntennaViolNets": 0,
        "wl_mm": 432,
        "first_pass_iters": 10,
        "wl_per_cell_um": 37.7,
    },
    "clocking": {
        "cts_tree": "built",
        "clk_pin_slew_worst_paths_ns": 0.08,
        "cts_hold_buffers": 0,
        "insertion_delay_ns": 0.82,
        "cts_buffers": 133,
        "ctsResizeCount": 0,
        "cts_sinks": 1298,
        "cts_setup_buffers": 0,
        "htree_levels": 4,
        "root_buffer": "clkbuf_16",
        "cts_buffer_depth": 3,
    },
    "place": {
        "dpl.hpwl_mm": 290,
        "gp_congestion": 1.05,
        "post-place-ws_ns": 2.62,
        "portBuffers": 140,
    },
    "job": {
        "warnings": 65,
        "maxCapViolations": 0,
    },
    "floorplan": {
        "core_area_mm2": 0.182,
        "die_h_um": 430,
        "die_area_mm2": 0.185,
        "die_width_um": 430,
        "fp_util_pct": 50.6,
        "ioPinCount": 141,
        "fp-row-count": 156,
    },
    "min_path": {
        "min_path_type": "flip-flop to flip-flop",
    },
}
## per-stage QoR
step | cells | cell area, um^2
5_1_grt | 11419 | 102000
6_report | 11443 | 102000
3_3_place_gp | 11156 | 97500
3_5_place_dp | 11156 | 97500
4_1_cts | 11401 | 102000
2_1_floorplan | 8847 | 91800
## worst min path at each step
| stage | start | to | cells past startpoint |
|---|---|---|---|
| after CTS | prog_count_de[1]$_DFF_PN0_ | prog_count_ex[1]$_DFF_PN0_ | 0 |
| after global routing | prog_count_de[4]$_DFF_PN0_ | prog_count_ex[4]$_DFF_PN0_ | 0 |
| final | prog_count_de[0]$_DFF_PN0_ | prog_count_ex[0]$_DFF_PN0_ | 0 |
## area by class of cell
type,count,share of cell area (%)
tap,2370,2.90
multi-input combinational,6039,50.1
inverter,909,3.34
antenna,42,0.103
clock inverter,64,0.763
clock buffer,181,3.66
timing repair buffer,540,4.34
sequential,1298,34.8
## synthesized netlist by cell type, types with 45 or more instances
cell type,n
a21o_1,45
a21oi_1,528
a221oi_1,201
a222oi_1,53
a22o_1,150
a22oi_1,535
and2_1,648
buf_2,86
clkbuf_1,478
dfrtp_1,671
edfxtp_1,608
fa_1,819
ha_1,349
inv_1,908
nand2_1,762
nand2b_1,52
nand3_1,102
nand4_1,140
nor2_1,551
nor3_1,59
o21ai_0,217
xnor2_1,182
xor2_1,70
## registers in the layout, indices dropped and copies added (netlist names), 8 cells and up
name	count
regB_mem	32
alu_op	32
immi_val	27
prog_count_de	8
opcode_ext_ex	11
regB	32
prog_count	8
alu_op_wb	32
prog_count_ex	8
regA	32
reg_mem	1024
## cell families after synthesis
| group | after synthesis | share of synthesized area, % |
|---|---|---|
| AND/OR/NAND/NOR | 2504 | 13.5 |
| multiplexers | 63 | 0.735 |
| flip-flops | 1298 | 38.7 |
| adder cells (fa/ha/maj) | 1168 | 22.6 |
| XOR/XNOR | 252 | 2.40 |
| AND-OR/OR-AND | 2052 | 15.7 |
| buffers and inverters | 1510 | 6.35 |
## worst max-delay path, delay by kind of cell, from the launching register on
family	cells	cell delay, ns
XOR/XNOR	1	0.21
buffers and inverters	3	0.54
AND-OR/OR-AND	10	2.54
flip-flops	1	0.75
adder cells (fa/ha/maj)	10	4.54
## routing by layer
layer	GRT usage [%]	up-vias	wire [um]	share of wire (%)
li1	-	30913	-	-
met1	59.9	37881	139000	32
met2	68.9	6141	183000	42
met3	32.7	1925	68900	16
met4	32.6	61	39000	9.0
met5	8.35	-	1540	0.36
